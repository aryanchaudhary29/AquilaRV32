==> design.v <==
module Execute (
    input  wire        ex_valid,
    input  wire [31:0] ex_pc,
    input  wire [31:0] ex_rs1_val,
    input  wire [31:0] ex_rs2_val,
    input  wire [31:0] ex_imm,
    input  wire [4:0]  ex_rd,
    input  wire        ex_opa_sel,
    input  wire        ex_opb_sel,
    input  wire [3:0]  ex_alu_op,
    input  wire        ex_is_load,
    input  wire        ex_is_store,
    input  wire        ex_is_branch,
    input  wire        ex_is_jal,
    input  wire        ex_is_jalr,
    input  wire [2:0]  ex_funct3,
    input  wire        ex_reg_write,
    input  wire [1:0]  ex_mem_to_reg,
    output wire [31:0] ex_alu_result,
    output wire [31:0] ex_store_data,
    output wire [31:0] ex_pc_plus_4,
    output wire [4:0]  exmem_rd,
    output wire        exmem_is_load,
    output wire        exmem_is_store,
    output wire        exmem_reg_write,
    output wire [1:0]  exmem_mem_to_reg,
    output wire        redirect_valid,
    output wire [31:0] redirect_pc,
    output wire        flush_ifid,
    output wire        flush_idex
);
    wire [31:0] alu_in_a;
    wire [31:0] alu_in_b;
    ex_operand_mux u_operand_mux (
        .rs1_val    (ex_rs1_val),
        .rs2_val    (ex_rs2_val),
        .imm        (ex_imm),
        .pc         (ex_pc),
        .opa_sel    (ex_opa_sel),
        .opb_sel    (ex_opb_sel),
        .alu_in_a   (alu_in_a),
        .alu_in_b   (alu_in_b),
        .store_data (ex_store_data)
    );
    alu u_alu (
        .alu_in_a   (alu_in_a),
        .alu_in_b   (alu_in_b),
        .alu_op     (ex_alu_op),
        .alu_result (ex_alu_result)
    );
    wire branch_taken;
    branch_comp u_branch_comp (
        .is_branch    (ex_is_branch),
        .funct3       (ex_funct3),
        .rs1_val      (ex_rs1_val),
        .rs2_val      (ex_rs2_val),
        .branch_taken (branch_taken)
    );
    wire [31:0] branch_target;
    wire [31:0] jal_target;
    wire [31:0] jalr_target;
    target_calc u_target_calc (
        .pc            (ex_pc),
        .rs1_val       (ex_rs1_val),
        .imm           (ex_imm),
        .is_branch     (ex_is_branch),
        .is_jal        (ex_is_jal),
        .is_jalr       (ex_is_jalr),
        .branch_target (branch_target),
        .jal_target    (jal_target),
        .jalr_target   (jalr_target),
        .pc_plus_4     (ex_pc_plus_4)
    );
    redirect_ctrl u_redirect_ctrl (
        .is_branch     (ex_is_branch),
        .is_jal        (ex_is_jal),
        .is_jalr       (ex_is_jalr),
        .branch_taken  (branch_taken),
        .branch_target (branch_target),
        .jal_target    (jal_target),
        .jalr_target   (jalr_target),
        .redirect_valid(redirect_valid),
        .redirect_pc   (redirect_pc),
        .flush_ifid    (flush_ifid),
        .flush_idex    (flush_idex)
    );
    assign exmem_rd          = ex_rd;
    assign exmem_is_load     = ex_is_load;
    assign exmem_is_store    = ex_is_store;
    assign exmem_reg_write   = ex_reg_write;
    assign exmem_mem_to_reg  = ex_mem_to_reg;
endmodule
module alu (
    input  wire [31:0] alu_in_a,
    input  wire [31:0] alu_in_b,
    input  wire [3:0]  alu_op,
    output reg  [31:0] alu_result
);
    always @(*) begin
        case (alu_op)
            4'b0000: alu_result = alu_in_a + alu_in_b;                      
            4'b0001: alu_result = alu_in_a - alu_in_b;                      
            4'b0010: alu_result = alu_in_a << alu_in_b[4:0];                
            4'b0110: alu_result = alu_in_a >> alu_in_b[4:0];                
            4'b0111: alu_result = $signed(alu_in_a) >>> alu_in_b[4:0];      
            4'b0011: alu_result = ($signed(alu_in_a) < $signed(alu_in_b)) ? 32'd1 : 32'd0;  
            4'b0100: alu_result = (alu_in_a < alu_in_b)                  ? 32'd1 : 32'd0;  
            4'b0101: alu_result = alu_in_a ^ alu_in_b;                      
            4'b1000: alu_result = alu_in_a | alu_in_b;                      
            4'b1001: alu_result = alu_in_a & alu_in_b;                      
            4'b1111: alu_result = alu_in_b;                                 
            default: alu_result = 32'b0;
        endcase
    end
endmodule
module branch_comp (
    input  wire        is_branch,
    input  wire [2:0]  funct3,
    input  wire [31:0] rs1_val,
    input  wire [31:0] rs2_val,
    output reg         branch_taken
);
    always @(*) begin
        branch_taken = 1'b0;
        if (is_branch) begin
            case (funct3)
                3'b000: branch_taken = (rs1_val == rs2_val);                    
                3'b001: branch_taken = (rs1_val != rs2_val);                    
                3'b100: branch_taken = ($signed(rs1_val) <  $signed(rs2_val));  
                3'b101: branch_taken = ($signed(rs1_val) >= $signed(rs2_val));  
                3'b110: branch_taken = (rs1_val < rs2_val);                     
                3'b111: branch_taken = (rs1_val >= rs2_val);                    
                default: branch_taken = 1'b0;
            endcase
        end
    end
endmodule
module ex_operand_mux (
    input  wire [31:0] rs1_val,
    input  wire [31:0] rs2_val,
    input  wire [31:0] imm,
    input  wire [31:0] pc,
    input  wire        opa_sel,  
    input  wire        opb_sel,  
    output wire [31:0] alu_in_a,
    output wire [31:0] alu_in_b,
    output wire [31:0] store_data
);
    assign alu_in_a = opa_sel ? pc  : rs1_val;
    assign alu_in_b = opb_sel ? imm : rs2_val;
    assign store_data = rs2_val;
endmodule
module redirect_ctrl (
    input  wire        is_branch,
    input  wire        is_jal,
    input  wire        is_jalr,
    input  wire        branch_taken,
    input  wire [31:0] branch_target,
    input  wire [31:0] jal_target,
    input  wire [31:0] jalr_target,
    output reg         redirect_valid,
    output reg  [31:0] redirect_pc,
    output reg         flush_ifid,
    output reg         flush_idex
);
    always @(*) begin
        redirect_valid = 1'b0;
        redirect_pc    = 32'b0;
        flush_ifid     = 1'b0;
        flush_idex     = 1'b0;
        if (is_jal) begin
            redirect_valid = 1'b1;
            redirect_pc    = jal_target;
        end
        else if (is_jalr) begin
            redirect_valid = 1'b1;
            redirect_pc    = jalr_target;
        end
        else if (is_branch && branch_taken) begin
            redirect_valid = 1'b1;
            redirect_pc    = branch_target;
        end
        if (redirect_valid) begin
            flush_ifid = 1'b1;
            flush_idex = 1'b1;
        end
    end
endmodule
module target_calc (
    input  wire [31:0] pc,
    input  wire [31:0] rs1_val,
    input  wire [31:0] imm,
    input  wire        is_branch,
    input  wire        is_jal,
    input  wire        is_jalr,
    output wire [31:0] branch_target,
    output wire [31:0] jal_target,
    output wire [31:0] jalr_target,
    output wire [31:0] pc_plus_4
);
    assign pc_plus_4 = pc + 32'd4;
    assign branch_target = pc + imm;
    assign jal_target = pc + imm;
    assign jalr_target = (rs1_val + imm) & ~32'd1;
endmodule
==> run.sh <==
#!/bin/bash
# OpenROAD 26Q1-2900-gdf79404cd8, Yosys 0.63+post, stock flow scripts
make -C /OpenROAD-flow-scripts/flow DESIGN_CONFIG=/design/flow/config.mk WORK_HOME=/design/flow/orfs finish
==> config.mk <==
export PLATFORM = sky130hd
export DESIGN_NAME = Execute
export DESIGN_NICKNAME = Execute
export VERILOG_FILES = /design/flow/design.v
export SDC_FILE = /design/flow/constraint.sdc
export NUM_CORES = 4
export LEC_CHECK = 1
export CORE_UTILIZATION = 50
==> constraint.sdc <==
current_design Execute

set clk_period 21.6
set clk_io_pct 0.2

create_clock -name clk0 -period $clk_period

set non_clock_inputs [all_inputs -no_clocks]
set_input_delay [expr $clk_period * $clk_io_pct] -clock clk0 $non_clock_inputs
set_output_delay [expr $clk_period * $clk_io_pct] -clock clk0 [all_outputs]
==> summary.txt <==
Flop count: 0
Unrepaired setup endpoints after global routing: false
Highest achievable clock rate: 0.0714 GHz
Count of input and output buffers: 271
Synthesized instance count: 2100
Clk network pwr share: 0%
Kind of start point of the critical path: input port
Die boundary width: 168 µm
Maximum fanout along the worst path: 35
GPL Wtd Cong: 1.07
Max IR drop VDD: 18.3 µV
Number of cells upsized or downsized after cts: 0
Detailed placer's ending HPWL: 45900 µm
Normalized max-slew margin: 41.9%
Std-Cell Core Area: 0.0270 mm²
Slowest cell on crit path: sky130_fd_sc_hd__clkdlybuf4s50_1
Global-route wire length before repair: 88000 µm
Final WL: 57600 µm
Via-per-instance ratio: 6.49
Met1 usage in global routing: 54.4%
Iteration-0 DRC Markers: 1607
Sw power: 308 µW
Cell chain of the critical path: clkdlybuf4s50_1 > mux2_2 > clkinv_1 > buf_4 > ha_1 > nor2_1 > o311ai_1 > o211ai_1 > o41ai_4 > o21bai_1 > a21oi_1 > nor4_1 > a2111oi_2 > xnor2_1 > o221ai_1 > clkdlybuf4s50_1
Min-Delay Path Class: in2out
M3 GR Usage: 6.27%
Chip Area, Yosys: 0.0138 mm²
Count of inserted antenna diode cells: 0
Setup_tns: 0 ns
Share of final-layout standard cells stronger than drive strength 1: 3.67%
Portion of total power attributed to sequential cells: 0%
Area of the chip: 0.0284 mm²
Stage-log warning count: 99
Clock Buffer Count: 0
Crit-path most repeated cell: sky130_fd_sc_hd__clkdlybuf4s50_1
Fraction of power spent switching nets: 56.7%
Average size of a mapped cell: 6.59 µm²
Met2 demand-to-capacity share in global routing: 63.6%
Kind of critical path: in2out
Max-capacitance violation count: 0
Routed length per instance: 22.4 µm
Endpoint type of the worst setup path: output port
Transition time at the pin with the least slew margin: 0.869 ns
Internal power summed over all cells: 235 µW
Number of buffers added for setup after CTS: 0
Hold depth: 0
Count of unresolved DRC violations after routing: 0
Post-Synthesis Cell Area: 0.0138 mm²
Antenna violations before repair: 1
Worst path required time: 17.28 ns
Final Hold Viols: 0
Sequential cell area: 0 µm²
Vias in the first global route: 15200
Global-route layer with the greatest usage: met2
Distinct lib cells used: 85
Final Util: 60.6%
Number of max-slew violations in the final report: 0
Cts hold-fix bufs: 0
Power density over the cells: 33.2 mW/mm²
Sequential element share of the synthesized area: 0%
Post-synthesis cell count from yosys: 2100
DRT antenna net count: 0
Crit path arrival time: 9.68 ns
Total via count in the routed design: 16700
Overall global routing resource usage: 40.3%
Maximum number of pins on one net before global-route repair: 66
Number of top-level pins: 292
Setup Viol. Count Final: 0
Combinational group share of total power: 100.0%
Fraction of the cycle the final worst path needs: 64.8%
Yosys synthesis warning count: 3
Layout overhead on the synthesized area: 18.4%
Leftover overflow at the end of global routing: 0
Largest stage delay on the critical path: 0.66 ns
Result of the run: finished clean
1st-pass router iterations: 6
Floorplan Utilization: 51.2%
Floorplan die height: 168 µm
Site Rows: 60
Leakage power figure: 7.22 nW
Time the worst path needs with I/O delays and setup: 14.00 ns
cell type report:
cell class	count	area, µm²
fill	2548	10600
tap	341	427
inverter	146	549
timing repair buffer	302	2940
multi-input combinational	1785	12500
power by group through the flow:
stage / clock network, mW / logic [mW] / registers (mW)
finish: 0 / 0.543 / 0
global route: 0 / 0.590 / 0
CTS: 0 / 0.532 / 0
final timing paths:
check  startpoint                 to  slack (ns)
max     ex_imm[1]  ex_alu_result[21]        7.60
min    ex_is_load      exmem_is_load        8.64
layer usage:
| layer | wire length [µm] | up-vias |
|---|---|---|
| met5 | 0 | - |
| met4 | 2920 | 0 |
| met3 | 5100 | 160 |
| met2 | 25500 | 897 |
| met1 | 24100 | 7624 |
| li1 | - | 8014 |
cell usage after synthesis, types with 37 or more instances:
| library cell | n | area [µm²] |
|---|---|---|
| sky130_fd_sc_hd__nand3_1 | 48 | 240 |
| sky130_fd_sc_hd__inv_1 | 143 | 537 |
| sky130_fd_sc_hd__mux2i_1 | 123 | 1230 |
| sky130_fd_sc_hd__ha_1 | 191 | 2390 |
| sky130_fd_sc_hd__buf_4 | 48 | 360 |
| sky130_fd_sc_hd__clkbuf_1 | 78 | 293 |
| sky130_fd_sc_hd__nand2_1 | 211 | 792 |
| sky130_fd_sc_hd__o21ai_0 | 166 | 831 |
| sky130_fd_sc_hd__nor2_1 | 174 | 653 |
| sky130_fd_sc_hd__a211oi_1 | 37 | 278 |
| sky130_fd_sc_hd__xnor2_1 | 58 | 508 |
| sky130_fd_sc_hd__a21o_1 | 47 | 353 |
| sky130_fd_sc_hd__o22ai_1 | 56 | 350 |
| sky130_fd_sc_hd__a21oi_1 | 180 | 901 |
cell usage in the layout (no fill, tap or decap), types with 37 or more instances in the layout:
| cell type | instances |
|---|---|
| sky130_fd_sc_hd__a211oi_1 | 37 |
| sky130_fd_sc_hd__a21o_1 | 47 |
| sky130_fd_sc_hd__a21oi_1 | 179 |
| sky130_fd_sc_hd__clkdlybuf4s50_1 | 269 |
| sky130_fd_sc_hd__ha_1 | 191 |
| sky130_fd_sc_hd__inv_1 | 142 |
| sky130_fd_sc_hd__mux2i_1 | 122 |
| sky130_fd_sc_hd__nand2_1 | 211 |
| sky130_fd_sc_hd__nand3_1 | 48 |
| sky130_fd_sc_hd__nor2_1 | 174 |
| sky130_fd_sc_hd__o21ai_0 | 166 |
| sky130_fd_sc_hd__o22ai_1 | 56 |
| sky130_fd_sc_hd__xnor2_1 | 58 |
through the flow:
| stage | cell area [µm²] | power, mW | instances | setup WS (ns) | hold WS [ns] |
|---|---|---|---|---|---|
| 2_1_floorplan | 13800 | 0.334 | 2100 | 8.92 | 8.65 |
| 3_3_place_gp | 16400 | 0.525 | 2574 | 7.73 | 8.64 |
| 3_5_place_dp | 16400 | 0.529 | 2574 | 7.71 | 8.64 |
| 4_1_cts | 16400 | 0.532 | 2574 | 7.70 | 8.64 |
| 5_1_grt | 16400 | 0.590 | 2574 | 7.34 | 8.64 |
| 6_report | 16400 | 0.543 | 2574 | 7.60 | 8.64 |
critical path, delay by kind of cell:
kind,cells,cell delay (ns)
compound gates,7,2.43
buf+inv,4,1.61
mux,1,0.53
fa+ha+maj,1,0.43
simple gates,2,0.22
xor+xnor,1,0.11
cell families after synthesis:
kind of cell	share of synthesized area [%]
buffers and inverters	10.1
adders and majority gates	17.8
AOI/OAI and AO/OA	36.5
and+or+nand+nor	19.8
muxes	9.91
xor gates and xnor gates	5.82
Power and IR drop assume default switching activity.
