**design/flow/constraint.sdc**
```tcl
current_design id_ex

set clk_period 1.5
set clk_io_pct 0.2

create_clock -name clk0 -period $clk_period [get_ports {clk}]

set non_clock_inputs [all_inputs -no_clocks]
set_input_delay [expr $clk_period * $clk_io_pct] -clock clk0 $non_clock_inputs
set_output_delay [expr $clk_period * $clk_io_pct] -clock clk0 [all_outputs]
```
**design/flow/config.mk**
```make
export PLATFORM = sky130hd
export DESIGN_NAME = id_ex
export DESIGN_NICKNAME = id_ex
export VERILOG_FILES = /design/flow/design.v
export SDC_FILE = /design/flow/constraint.sdc
export NUM_CORES = 4
export LEC_CHECK = 1
export CORE_AREA = 10 10 199 199
export DIE_AREA = 0 0 209 209
```
**design/flow/run.sh**
```bash
#!/bin/bash
# OpenROAD 26Q1-2900-gdf79404cd8, Yosys 0.63+post, stock flow scripts
make -C /OpenROAD-flow-scripts/flow DESIGN_CONFIG=/design/flow/config.mk WORK_HOME=/design/flow/orfs finish
```
**design/flow/design.v**
```verilog
module id_ex (
    input  wire        clk,
    input  wire        rst,
    input  wire        stall,
    input  wire        flush,
    input  wire        dec_valid,
    input  wire [31:0] dec_pc,
    input  wire [31:0] dec_rs1_val,
    input  wire [31:0] dec_rs2_val,
    input  wire [31:0] dec_imm,
    input  wire [4:0]  dec_rd,
    input  wire        dec_opa_sel,
    input  wire        dec_opb_sel,
    input  wire [3:0]  dec_alu_op,
    input  wire        dec_is_branch,
    input  wire        dec_is_jal,
    input  wire        dec_is_jalr,
    input  wire        dec_is_load,
    input  wire        dec_is_store,
    input  wire        dec_reg_write,
    input  wire [1:0]  dec_mem_to_reg,
    output reg         ex_valid,
    output reg  [31:0] ex_pc,
    output reg  [31:0] ex_rs1_val,
    output reg  [31:0] ex_rs2_val,
    output reg  [31:0] ex_imm,
    output reg  [4:0]  ex_rd,
    output reg         ex_opa_sel,
    output reg         ex_opb_sel,
    output reg  [3:0]  ex_alu_op,
    output reg         ex_is_branch,
    output reg         ex_is_jal,
    output reg         ex_is_jalr,
    output reg         ex_is_load,
    output reg         ex_is_store,
    output reg         ex_reg_write,
    output reg  [1:0]  ex_mem_to_reg
);
    always @(posedge clk or posedge rst) begin
        if (rst) begin
            ex_valid      <= 1'b0;
            ex_pc         <= 32'b0;
            ex_rs1_val    <= 32'b0;
            ex_rs2_val    <= 32'b0;
            ex_imm        <= 32'b0;
            ex_rd         <= 5'b0;
            ex_opa_sel    <= 1'b0;
            ex_opb_sel    <= 1'b0;
            ex_alu_op     <= 4'b0;
            ex_is_branch  <= 1'b0;
            ex_is_jal     <= 1'b0;
            ex_is_jalr    <= 1'b0;
            ex_is_load    <= 1'b0;
            ex_is_store   <= 1'b0;
            ex_reg_write  <= 1'b0;
            ex_mem_to_reg <= 2'b0;
        end
        else if (flush) begin
            ex_valid      <= 1'b0;
            ex_is_branch  <= 1'b0;
            ex_is_jal     <= 1'b0;
            ex_is_jalr    <= 1'b0;
            ex_is_load    <= 1'b0;
            ex_is_store   <= 1'b0;
            ex_reg_write  <= 1'b0;
            ex_mem_to_reg <= 2'b0;
        end
        else if (!stall) begin
            ex_valid      <= dec_valid;
            ex_pc         <= dec_pc;
            ex_rs1_val    <= dec_rs1_val;
            ex_rs2_val    <= dec_rs2_val;
            ex_imm        <= dec_imm;
            ex_rd         <= dec_rd;
            ex_opa_sel    <= dec_opa_sel;
            ex_opb_sel    <= dec_opb_sel;
            ex_alu_op     <= dec_alu_op;
            ex_is_branch  <= dec_is_branch;
            ex_is_jal     <= dec_is_jal;
            ex_is_jalr    <= dec_is_jalr;
            ex_is_load    <= dec_is_load;
            ex_is_store   <= dec_is_store;
            ex_reg_write  <= dec_reg_write;
            ex_mem_to_reg <= dec_mem_to_reg;
        end
    end
endmodule
```
==> impl_metrics.ini <==
; generated from flow reports
[grt]
grt_pass1_vias = 4617
grt_pass1_wl_mm = 29.4
grt.overflow.total = 0
grt_start_max_net_pins = 57
antenna_found_initial = 0
grt_use_total_pct = 8.63

[die]
io-pin-count = 300
core_area_sq_um = 35400
die_w_um = 209
die_y_um = 209
die_area_sq_um = 43700
initCoreUtil_pct = 17.1
num_rows = 69

[outcome]
outcome = completed

[critical_path]
cp-end-kind = flip-flop
regToRegStartpoint = ex_pc[12]
critPathTopFamily = buffers and inverters
reg2regPathDepth = 2
crit_required_ps = 1810
start_kind = primary input
critPathArrivalTime_ps = 1740
crit_buf_inv = 3
crit_chain = clkdlybuf4s50_1 > nor2_8 > buf_12 > buf_12 > mux2_4
crit_fanout = 21
worstReg2RegEnd = ex_pc[12]
cp_slowest_stage_delay_ps = 530
crit_slowest_cell = clkdlybuf4s50_1
timing.critical_path.mode_cell = buf_12
rrSetupSlack_ps = 590
crit_type = primary input to flip-flop

[final_layout]
drive_gt1_share_pct = 34.4
area_growth_pct = 74.6
layout_top_cell = clkdlybuf4s50_1
final_layout_top_logic_cells = 151 x clkdlybuf4s50_1, 148 x dfrtp_1, 148 x dlygate4sd2_1
final_cells = 1173

[route]
dr_total_vias = 4106
wirelength_mm = 18.6
via_per_inst = 3.50
first_pass_iters = 4
antenna_left = 0
remaining_drc_errors = 0
wl_per_cell_um = 15.9
antennaDiodeCount = 0
drt_iter0_markers = 98

[clock_network]
cts_buffers = 17
clk_path_buf_depth = 2
h-tree-depth = 4
cts_tree = built
cts_sinks = 148
ctsHoldBuffers = 0
insertion_delay_ps = 430
cts-root-buf = clkbuf_16
clk_pin_slew_ps = 60

[min_path]
worstHoldPathType = primary input to asynchronous set/reset pin

[power_and_ir_drop]
power.leakage_nw = 4.89
vdd_drop_max_mv = 0.751
p_per_area_nw_per_um2 = 1160

[timing]
finalClockPeriodUsage_pct = 95.3
worstMarginPinSlew_ps = 343
post-route-min-period_ps = 1430
max_clock_freq_ghz = 0.700
setup_violations = 0
hold_viol = 0
maxSlewHeadroom_pct = 77.1
fin_worst_skew_ps = 0
rsz0062_at_grt = no
holdWs_ps = 285
finalMaxSlewViolations = 0

[placement]
gp_congestion = 0.755
dpl.hpwl_mm = 14.2
place_inst = 1097
port_buffers = 299

[yosys]
ys_chip_area_sq_um = 6050
synthCells = 324
avgSynthCellArea_sq_um = 18.7
yosysWarnings = 1
yosysSeqAreaShare_pct = 61.2
yosysCellCount = 324
ys_ff = 148
synthesis.area_sq_um = 6050
synth_cell_types = 10

[flow_run]
warnings = 26
drv_cap = 0
cell type report:
cell class	instances	area (sq um)
clock inverters	13	231
well taps	461	577
multi-input cells	158	2120
inverters	1	7.51
repair buffers	373	3490
clock buffers	19	433
fillers	3589	24800
flip-flops and latches	148	3700
power breakdown:
part	internal [mW]	leakage, nW	switching, mW	total, mW
combinational	1.87	2.82	0.620	2.49
clock	3.12	0.317	1.76	4.88
sequential	4.56	1.75	0.281	4.84
synth_stat cells (all sizes together):
cell type,count,area (sq um)
mux2i,9,90.1
dfrtp,148,3700
mux2,139,1980
inv,1,3.75
nor2,10,53.8
buf,17,220
timing repair:
item | in CTS | in global routing
setup endpoints to repair | 148 | 0
buffers inserted | 44 | 0
resized | 148 | 0
worst max path at each step:
| stage | start | endpoint | slack, ps | cells after the start |
|---|---|---|---|---|
| 4_1_cts | ex_rs1_val[24] | ex_rs1_val[24] | 30 | 1 |
| 5_1_grt | ex_rs2_val[28] | ex_rs2_val[28] | 20 | 1 |
| 6_report | flush | ex_rs1_val[28] | 70 | 5 |
tightest hold or removal path, stage by stage:
cell and delay [ps]:
clkdlybuf4s50_1 440, clkinvlp_4 130, buf_12 190
metrics by stage:
stage | total power, mW | setup TNS, ps | utilization, % | setup WS (ps) | cell area (sq um)
final | 12.2 | 0 | 29.8 | 70.9 | 10600
after global placement | 7.62 | -45940 | 27.6 | -377 | 9750
after detailed placement | 7.63 | -43990 | 27.6 | -367 | 9750
after CTS | 12.5 | 0 | 29.8 | 31.9 | 10600
after global routing | 12.9 | 0 | 29.8 | 16.9 | 10600
after floorplan | 5.75 | -97830 | - | -661 | 6050
routing by layer:
layer | part of all wire [%] | wire [um] | track usage [%] | vias up
met5 | 0 | 0 | 0 | -
met1 | 41 | 7700 | 11.0 | 2036
met2 | 46 | 8650 | 13.3 | 172
met3 | 11 | 2000 | 4.34 | 16
met4 | 1.5 | 286 | 1.17 | 0
li1 | - | - | - | 1882
cells by family after synthesis:
logic type    share of synthesized area [%]
mux                                    34.2
simple gates                          0.889
buf+inv                                3.70
flops                                  61.2
No activity file was given, so power comes from the tool's default toggle rates.
