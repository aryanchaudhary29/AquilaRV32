==> ./design.v <==
module Fetch (
    input  wire        clk,
    input  wire        rst,
    input  wire        stall,
    input  wire        redirect_valid,
    input  wire [31:0] redirect_pc,
    output wire [31:0] imem_addr,
    output wire        imem_req,
    input  wire [31:0] imem_rdata,
    input  wire        imem_valid,
    output wire [31:0] pc_out,
    output reg  [31:0] instr_out
);
    pc_update u_pc (
        .clk(clk),
        .rst(rst),
        .stall(stall),
        .redirect_valid(redirect_valid),
        .redirect_pc(redirect_pc),
        .pc_out(pc_out)
    );
    assign imem_addr = pc_out;
    assign imem_req  = 1'b1;   
    always @(posedge clk or negedge rst) begin
        if (!rst)
            instr_out <= 32'b0;
        else if (stall)
            instr_out <= instr_out;      
        else if (imem_valid)
            instr_out <= imem_rdata;     
    end
endmodule
module pc_update(
    input  wire        clk,
    input  wire        rst,
    input  wire        stall,
    input  wire        redirect_valid,
    input  wire [31:0] redirect_pc,
    output reg  [31:0] pc_out
);
    always @(posedge clk or negedge rst) begin
        if (!rst)
            pc_out <= 32'b0;                 
        else if (stall)
            pc_out <= pc_out;                
        else if (redirect_valid)
            pc_out <= redirect_pc;           
        else
            pc_out <= pc_out + 32'd4;        
    end
endmodule
==> ./run.sh <==
#!/bin/bash
# OpenROAD 26Q1-2900-gdf79404cd8, Yosys 0.63+post, stock flow scripts
make -C /OpenROAD-flow-scripts/flow DESIGN_CONFIG=/design/flow/config.mk WORK_HOME=/design/flow/orfs finish
==> ./config.mk <==
export PLATFORM = sky130hd
export DESIGN_NAME = Fetch
export DESIGN_NICKNAME = Fetch
export VERILOG_FILES = /design/flow/design.v
export SDC_FILE = /design/flow/constraint.sdc
export NUM_CORES = 4
export LEC_CHECK = 1
export CORE_UTILIZATION = 50
==> ./constraint.sdc <==
current_design Fetch

set clk_period 4.8
set clk_io_pct 0.2

create_clock -name clk0 -period $clk_period [get_ports {clk}]

set non_clock_inputs [all_inputs -no_clocks]
set_input_delay [expr $clk_period * $clk_io_pct] -clock clk0 $non_clock_inputs
set_output_delay [expr $clk_period * $clk_io_pct] -clock clk0 [all_outputs]
==> results.txt <==
Result of the run: finished clean
Vias per inst: 5.424
DRC violation count after routing: 0
Post-route ant nets: 0
Overall die area: 7338 um2
Post-DP HPWL: 6.293 mm
Post-synthesis cell count: 349
Detailed-route wire length: 8.895 mm
Number of failing hold endpoints at the final stage: 0
Delay of the slowest cell on the worst path: 800 ps
Overall routing resource usage: 0.2526
Count of pins on the block boundary: 166
Dominant delay contributor by cell family on the critical path: buffers and inverters
RR Endpoint: u_pc.pc_out[14]
Largest fanout of any net on the critical path: 42
Yosys synthesis chip area: 3500 um2
Max Freq: 332.0 MHz
Number of setup buffers added after CTS: 0
Normalized max-slew margin: 0.4057
Critical path arrival: 3250 ps
IR drop worst, VDD: 0.1854 mV
Slew of the pin with the lowest slew margin: 888.2 ps
# port buffers: 164
Library cells used by synthesis: 43
Avg Synthesized Cell Area: 10.03 um2
Antenna violations before repair: 0
Violation tally from detailed-route iteration zero: 87
Clock buffers created by TritonCTS: 9
Total of endpoints with negative setup slack in the final report: 0
RePlAce Congestion: 0.8989
Initial cell density of the core: 0.5151
Capturing instance or port of the critical path: u_pc.pc_out[19]
TNS Setup: 0 ps
Synthesis Warnings: 2
Overall via count from detail_route: 3124
Final Max-Slew Violation Tally: 0
Die boundary height: 85.66 um
Post-route worst hold slack: 493.1 ps
Post-cts sizing count: 0
FF+latch count, synth: 64
Critical Path Slowest Stage Cell: nor2_1
Worst Reg2Reg Path Length in Cells: 6
Combined buffer and inverter count along the critical path: 3
CTS Hold Bufs: 0
Startpoint type of the worst setup path: input pin
Power density cells: 307.2 nW/um2
Max clock buf depth: 2
Fraction of synthesis flops using an asynchronous set or reset pin: 1.000
Pre-CTS worst setup slack: 1451 ps
Area added between synthesis and finish: 46.73%
CTS H-tree depth: 3
Core box area: 6794 um2
Path type of the worst setup path: in -> reg
Commonest non-fill, non-tap cell in the layout: clkdlybuf4s50_1
RSZ-0062 raised after global routing: false
Post-DR wirelength/cell: 15.44 um
Die W: 85.66 um
Worst reg2reg startpoint: u_pc.pc_out[2]
Critical Path, Cell by Cell: clkdlybuf4s50_1 > buf_4 > inv_1 > nor2_1 > a22oi_1 > o311ai_1
Stage-log warning count: 26
CTS root buf: clkbuf_8
Sink count of the clock tree: 64
Number of core rows: 30
PnR worst setup slack: 1788 ps
Main synth FF type: dfrtp_1
Leakage dissipation: 2.019 nW
Post-synth EDFFs: 0
Wire length of the first global-routing pass: 14.29 mm
Setup slack of the most critical reg-to-reg path: 2540 ps
HP Class: reg -> reg
CP Capture Type: flip-flop
Cell depth of the worst setup path: 6
Yosys cell count: 349
Post-synthesis instance area: 3500 um2
Clock latency on the worst-skew pair: 340 ps
Via count of the first global-routing pass: 2834
Top cells excl fill/tap: 163 x clkdlybuf4s50_1, 64 x dfrtp_1, 32 x mux2_2, 28 x nand2_1, 23 x o21ai_0
MaxCap Viol Count: 0
First-pass iteration count of the detailed router: 6
Worst setup path start: redirect_valid
Clock tree from TritonCTS: built
Post-route minimum period: 3012 ps
Overall power: 1.577 mW
Post-CTS clock slew at the launch and capture registers of the worst setup and hold paths: 70 ps
GRT overflow: 0
Maximum number of pins on one net before global-route repair: 43
Register share after synthesis: 0.4576
Setup Skew: 6.011 ps
Post-layout period usage: 0.6275
Utilization of the core after routing: 0.7558
Fraction of final layout cells sized beyond drive strength 1: 0.1313
Required time of the critical path: 5040 ps
Fillcell total: 471
Antenna cells: 0
cells by family after synthesis:
group / synth area share
and+or+nand+nor: 0.1852
other: 0.001072
adders and majority gates: 0.003575
DFF: 0.4576
buffers and inverters: 0.1044
AOI/OAI and AO/OA: 0.1362
muxes: 0.1119
power by group:
group          internal (mW)  leakage (nW)  total, mW  switching [mW]
combinational          0.313          1.17      0.420           0.107
clock                  0.235        0.0948      0.442           0.208
sequential             0.618         0.755      0.715          0.0970
total                   1.17          2.02       1.58           0.411
layout make-up:
class                      count  area (um2)  area share
clock buffer                   9       123.9     0.02412
multi-input combinational    226        1535      0.2990
sequential                    64        1602      0.3119
inverter                       7       26.28    0.005117
tap                           96       120.1     0.02339
clock inverter                 6       61.31     0.01194
timing repair buffer         168        1667      0.3246
sequential cells by signal (all words and copies together) (netlist names):
| register | cells |
|---|---|
| u_pc.pc_out | 32 |
| instr_out | 32 |
metal layers:
metal / part of all wire / vias up / GRT usage
li1: - / 1507 / -
met1: 0.47 / 1480 / 0.4141
met2: 0.46 / 125 / 0.3869
met3: 0.060 / 12 / 0.03711
met4: 0.014 / 0 / 0.03182
met5: 0 / - / 0
cells in the mapped netlist, types with 8 or more instances:
cell / number / area share
o21ai_0: 23 / 0.033
buf_4: 34 / 0.073
nand3_1: 22 / 0.031
nor2_1: 19 / 0.020
clkbuf_1: 9 / 0.0097
dfrtp_1: 64 / 0.46
nand2_1: 28 / 0.030
a22oi_1: 13 / 0.028
a21oi_1: 16 / 0.023
mux2_2: 32 / 0.10
a31oi_1: 8 / 0.014
worst min-delay path by stage:
stage / from / cells past startpoint / to
final: instr_out[26] / 1 / instr_out[26]
after global routing: instr_out[26] / 1 / instr_out[26]
after CTS: instr_out[26] / 1 / instr_out[26]
metrics by stage:
step,cell area (um2),instances
2_1_floorplan,3500,349
3_3_place_gp,4950,561
3_5_place_dp,4950,561
4_1_cts,5135,576
5_1_grt,5135,576
6_report,5135,576
Power figures rest on the tool's default switching activity, not on a simulated workload.
